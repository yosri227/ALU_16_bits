**flow/config.mk**
```make
export PLATFORM = sky130hd
export DESIGN_NAME = ALU_TOP
export DESIGN_NICKNAME = ALU_TOP
export VERILOG_FILES = /design/flow/design.v
export SDC_FILE = /design/flow/constraint.sdc
export NUM_CORES = 4
export LEC_CHECK = 1
export CORE_UTILIZATION = 40
```
**flow/constraint.sdc**
```tcl
current_design ALU_TOP

set clk_period 7.3
set clk_io_pct 0.2

create_clock -name clk0 -period $clk_period [get_ports {clk}]

set non_clock_inputs [all_inputs -no_clocks]
set_input_delay [expr $clk_period * $clk_io_pct] -clock clk0 $non_clock_inputs
set_output_delay [expr $clk_period * $clk_io_pct] -clock clk0 [all_outputs]
```
**flow/design.v**
```verilog
module ALU_TOP #(parameter wid =16,parameter MB=32)   
  (
   input  wire [wid-1:0] A,
   input  wire [wid-1:0] B,
   input  wire [3:0]     alu_fun,
   input  wire           clk,
   input  wire           rest,
   output wire  [wid-1:0]  ari_out,   
   output wire            carry_out,
   output wire            ari_flag,
   output wire  [wid-1:0] log_out,
   output wire            log_flag,
   output wire  [wid-1:0] cmp_out,
   output wire            cmp_flag,
   output wire  [wid-1:0] shift_out,
   output wire            shift_flag
   ); 
  wire  AR_EN,LO_EN,CM_EN,SH_EN; 
  wire [1:0]  ms,ls;
  assign ms=alu_fun[1:0];
  assign ls=alu_fun[3:2];
  ari_unit U_arithmatic (
  .A(A),
  .B(B),
  .clk(clk),
  .rest(rest),
  .alu_fun(ms),
  .ari_EN(AR_EN),
  .ari_out(ari_out),
  .carry_out(carry_out),
  .ari_flag(ari_flag)
  );
  cmp_unit U_compare (
  .A(A),
  .B(B),
  .clk(clk),
  .rest(rest),
  .alu_fun(ms),
  .cmp_EN(CM_EN),
  .cmp_out(cmp_out),
  .cmp_flag(cmp_flag)
  );
  log_unit U_logic (
  .A(A),
  .B(B),
  .clk(clk),
  .rest(rest),
  .alu_fun(ms),
  .log_EN(LO_EN),
  .log_out(log_out),
  .log_flag(log_flag)
  );
  shift_unit U_shift (
  .A(A),
  .B(B),
  .clk(clk),
  .rest(rest),
  .alu_fun(ms),
  .shift_EN(SH_EN),
  .shift_out(shift_out),
  .shift_flag(shift_flag)
  );
  dec_unit U_decoder (
  .alu_fun(ls),
  .cmp_EN(CM_EN),
  .ari_EN(AR_EN),
  .shift_EN(SH_EN),
  .log_EN(LO_EN)
  );
endmodule 
module ari_unit #(parameter width =16,parameter MSB=32)  
(      input      [width-1:0] A,
       input      [width-1:0] B,
       input                  clk,
       input                  rest,
       input      [1:0]       alu_fun,
       input                  ari_EN,
       output reg [width-1:0] ari_out,  
       output reg             carry_out,
       output reg             ari_flag
       );
       reg  [width-1:0] ari_out_reg;  
 always @(posedge clk or negedge rest)  
       begin 
         if(!rest)
        ari_out ='b0;
      else
          ari_out <=ari_out_reg;
       end  
 always @(*)
      begin 
        carry_out=1'b0;
        ari_flag=1'b0;
        ari_out_reg='b0;
        if(ari_EN)
          begin
          case(alu_fun)    
          2'b00: begin
                 { carry_out,ari_out_reg}=A+B;
                  ari_flag=1'b1;
                  end 
          2'b01:begin
                {carry_out,ari_out_reg}=A-B;                  
                 ari_flag=1'b1;
                end                               
          2'b10:begin
                ari_out_reg=A*B;
                ari_flag=1'b1;
                end                                 
          2'b11:begin
                ari_out_reg=A/B;
                ari_flag=1'b1;
               end                   
          default: ari_out_reg='b0; 
          endcase
        end  
        else
            begin
            ari_out_reg='b0;
            end   
      end
  endmodule   
module cmp_unit #(parameter width =16)  
(      input      [width-1:0] A,
       input      [width-1:0] B,
       input                  clk,
       input                  rest,
       input      [1:0]       alu_fun,
       input                  cmp_EN,
       output reg [width-1:0] cmp_out,
       output reg             cmp_flag
       );
       reg [width-1:0]  cmp_out_reg; 
 always @(posedge clk or negedge rest)   
       begin 
         if(!rest)
        cmp_out ='b0;
      else
          cmp_out <=cmp_out_reg;
       end  
 always @(*)
      begin 
        cmp_flag=1'b0;
        cmp_out_reg=1'b0;
        if(cmp_EN)
          begin
              case(alu_fun)    
              2'b00: begin
                        cmp_out_reg='b0;
                        cmp_flag=1'b1;
                     end                                       
              2'b01:begin
                     if(A==B)
                       begin
                        cmp_out_reg='b1;
                        cmp_flag=1'b1;
                       end 
                      else
                        begin
                        cmp_out_reg='b0;
                        end
                    end
              2'b10:begin
                     if(A>B)
                       begin
                        cmp_out_reg='b10;
                        cmp_flag=1'b1;
                       end 
                      else
                        begin
                        cmp_out_reg='b0;
                        end
                    end
              2'b11:begin
                     if(A<B)
                       begin
                        cmp_out_reg='b11;
                        cmp_flag=1'b1;
                       end 
                      else
                        begin
                        cmp_out_reg='b0;
                        end
                    end
              default: cmp_out_reg='b0; 
              endcase
       end        
       else
          begin
          cmp_out_reg='b0;
          end 
      end
  endmodule   
module dec_unit   
(     
       input           [1:0]     alu_fun,
       output    reg             ari_EN,
       output    reg             log_EN,
       output    reg             cmp_EN,
       output    reg             shift_EN
       );
 always @(*)  
       begin 
       ari_EN=1'b0;
       log_EN=1'b0;
       cmp_EN=1'b0;
       shift_EN=1'b0;
       casex(alu_fun)
         2'b00:ari_EN=1'b1;
         2'b11:shift_EN=1'b1;
         2'b10:cmp_EN=1'b1;
         2'b01:log_EN=1'b1;
         default: begin
                   ari_EN=1'b0;
                   log_EN=1'b0;
                   cmp_EN=1'b0;
                   shift_EN=1'b0;
                  end
       endcase           
       end         
endmodule 
module log_unit #(parameter width =16)  
(      input      [width-1:0] A,
       input      [width-1:0] B,
       input                  clk,
       input                  rest,
       input      [1:0]       alu_fun,
       input                  log_EN,
       output reg [width-1:0] log_out,
       output reg             log_flag
       );
       reg  [width-1:0] log_out_reg; 
 always @(posedge clk or negedge rest)   
       begin 
         if(!rest)
        log_out =1'b0;
      else
          log_out <=log_out_reg;
       end  
 always @(*)
      begin 
        log_flag=1'b0;
        log_out_reg='b0;
        if(log_EN)
        begin  
             case(alu_fun)    
             2'b00: begin                    
                        log_out_reg=A&B;
                        log_flag=1'b1;
                    end                                     
            2'b01:begin     
                        log_out_reg=A|B;
                        log_flag=1'b1;
                   end     
            2'b10:begin                  
                        log_out_reg=~(A&B);
                        log_flag=1'b1;
                  end                    
           2'b11:begin           
                        log_out_reg=~(A|B);
                        log_flag=1'b1;
                 end                  
           default: log_out_reg='b0; 
          endcase  
        end
        else
            begin
            log_out_reg='b0;
            end
      end      
  endmodule   
module shift_unit #(parameter width =16)  
(      input      [width-1:0] A,
       input      [width-1:0] B,
       input                  clk,
       input                  rest,
       input      [1:0]       alu_fun,
       input                  shift_EN,
       output reg [(width*2)-1:0] shift_out,
       output reg             shift_flag
       );
       reg  [(width*2)-1:0]  shift_out_reg; 
 always @(posedge clk or negedge rest)   
       begin 
         if(!rest)
        shift_out <='b0;
      else
          shift_out <=shift_out_reg;
       end  
 always @(*)
      begin 
        shift_flag=1'b0;
        shift_out_reg='b0;
        if(shift_EN)
          begin
          case(alu_fun)    
              2'b00:begin              
                        shift_out_reg=A>>1;
                        shift_flag=1'b1;
                    end                                   
              2'b01:begin
                        shift_out_reg=A<<1;
                        shift_flag=1'b1;
                    end                 
              2'b10:begin
                        shift_out_reg=B>>1;
                        shift_flag=1'b1;
                    end 
              2'b11:begin   
                        shift_out_reg=B<<1;
                        shift_flag=1'b1;
                    end 
             default: shift_out_reg='b0; 
             endcase  
          end
          else
             begin
             shift_out_reg='b0;
             end
      end       
  endmodule   
```
**flow/run.sh**
```bash
#!/bin/bash
# OpenROAD 26Q1-2900-gdf79404cd8, Yosys 0.63+post, stock flow scripts
make -C /OpenROAD-flow-scripts/flow DESIGN_CONFIG=/design/flow/config.mk WORK_HOME=/design/flow/orfs finish
```
==> impl_metrics.py <==
# Metrics from the implementation run
metrics = {
    "final_timing": {
        "post_route_worst_setup_slack_ns": -17.01,
        "maxSlewHeadroom_pct": 47.2,
        "hold_ws_ns": 1.27,
        "timing.final.max_slew_violations": 0,
        "post-route-min-period_ns": 24.31,
        "timing.fmax_mhz": 41.1,
        "timing.final.hold_violations": 0,
        "final_clock_period_utilization_by_the_worst_path_pct": 333,
        "setup_repair_after_global_routing_missed_its_margin": "yes",
        "setup_viol_count_final": 11,
        "worstMarginPinSlew_ns": 0.791,
        "fin_setup_tns_ns": -97.38,
    },
    "pwr": {
        "leak_pwr_nw": 11.6,
        "power_frac_seq_pct": 6.9,
        "power_share_of_the_combinational_group_pct": 86.8,
        "power_frac_clock_pct": 6.2,
        "switching_share_pct": 46.2,
        "pwr_density_cell_mw_per_mm2": 184,
        "net_switching_component_of_the_power_w": 0.00206,
        "internal-power_w": 0.00240,
        "post-layout-total-power_w": 0.00447,
        "vdd_drop_max_mv": 0.526,
    },
    "worst_setup_path": {
        "crit_path_max_fo": 7,
        "cp.required_ns": 7.49,
        "worst_setup_path_start_kind": "input port",
        "slowest_delay_ns": 0.40,
        "crit_arrival_ns": 24.50,
        "path_buffers": 44,
        "cp-end-kind": "flip-flop",
        "critical_path_class": "input port to flip-flop",
        "cp_common_cell": "buf_4",
        "timing.critical_path.slowest_stage_cell": "a2111oi_4",
        "cell_family_with_most_cp_delay": "AND-OR/OR-AND gates",
    },
    "synth": {
        "async_flop_share_pct": 100,
        "yosys_cells": 1968,
        "synth_top_flop_cell": "dfrtp_1",
        "synth-area-yosys_sq_mm": 0.0152,
        "xor_share_pct": 8.24,
        "cell_count_after_synthesis": 1968,
        "yosys_warnings": 6,
        "yosysUniqueCellTypes": 88,
        "post_synth_mux_area_share_pct": 5.55,
        "synth.avg_cell_area_sq_um": 7.72,
        "seq_area_frac_synth_pct": 8.23,
        "yosysTopAreaCell": "ha_1",
        "synthAoiAreaFrac_pct": 21.4,
        "synth.cell_area_sq_mm": 0.0152,
        "synth.top_cell.area_share_pct": 19.4,
        "edf_count": 0,
        "yosys-top-cells-area": "ha_1, fa_1, dfrtp_1, xnor2_1, nor2_1",
        "area_fraction_in_and_or_nand_and_nor_cells_after_synthesis_pct": 18.9,
        "ys_ff": 50,
        "netlist_logic_family_top": "adder cells",
        "fa_ha_area_share_pct": 30.2,
    },
    "routing": {
        "vias": 17861,
        "drtIter0Drc": 1199,
        "finalWirelength_um": 67800,
        "routed_length_per_placed_instance_um": 21.0,
        "final_antenna_net_count": 0,
        "drt_pre_antenna_iters": 7,
        "post-route-drc-count": 0,
        "via_per_instance_ratio": 5.54,
    },
    "place": {
        "port-buffer-count": 92,
        "dpl.cell_count": 3043,
        "post_dp_cell_area_sq_mm": 0.0212,
        "hpwlAfterDp_um": 50700,
        "gp_routability_congestion": 1.06,
    },
    "die": {
        "chipWidth_um": 197,
        "fp_util_pct": 40.5,
        "die_height_um": 197,
        "boundaryPins": 107,
        "placement_rows": 71,
        "placeableCoreArea_sq_mm": 0.0375,
        "chip_area_sq_mm": 0.0388,
    },
    "worst_hold_path": {
        "hp-class": "input port to async pin",
    },
    "final_layout": {
        "synthToLayoutAreaGrowth_pct": 60.0,
        "final_layout_size_suffix_gt1_share_pct": 40.3,
        "post-route-cell-area_sq_mm": 0.0243,
        "layout.cells.non_filler": 3226,
    },
    "global_route": {
        "gr-usage-all-layers_pct": 35.7,
        "pin_count_of_the_biggest_net_entering_global_routing": 55,
        "global_route.overflow_total": 0,
        "grt_pass1_vias": 17597,
        "antenna_found_initial": 3,
        "global_route_wire_length_before_repair_um": 102000,
    },
    "clock_network": {
        "tritoncts": "done",
        "cts.sinks": 50,
        "clk_transition_reported_paths_ns": 0.08,
        "clockBufferDepth": 2,
        "numCtsBuffers": 5,
        "ctsRootBufferMaster": "clkbuf_16",
        "cts_max_level": 2,
    },
    "run": {
        "timing.max_cap.violations": 0,
        "tool_warnings": 64,
    },
    "run_status": {
        "run_status": "complete, but fails checks",
        "failed_checks": "setup timing",
    },
}
==> layout make-up <==
type / instances / area, sq um
antenna: 2 / 5.00
clock buffer: 5 / 125
clock inverter: 3 / 43.8
fill: 2942 / 13200
inverter: 185 / 702
multi-input combinational: 1649 / 14800
sequential: 50 / 1250
tap: 511 / 639
timing repair buffer: 821 / 6750
==> power by group through the flow <==
| stage | registers [W] | clock network (W) | logic (W) |
|---|---|---|---|
| 6_report | 0.000309 | 0.000279 | 0.00388 |
| 4_1_cts | 0.000310 | 0.000282 | 0.00375 |
| 5_1_grt | 0.000312 | 0.000295 | 0.00425 |
==> cells by family after synthesis <==
group           after synthesis
xor+xnor                    143
flops                        50
buf+inv                     283
other cells                   1
mux                          63
simple gates                624
compound gates              486
fa+ha+maj                   318
==> worst max path at each step <==
stage	from	to	depth (start not counted)
finish	B[11]	U_arithmatic.ari_out[0]	131
global route	B[8]	U_arithmatic.ari_out[0]	121
CTS	B[5]	U_arithmatic.ari_out[0]	115
==> repair_timing <==
action | 4_1_cts | 5_1_grt
setup endpoints to repair | 18 | 14
pin swaps | 114 | 109
hold endpoints to repair | 0 | 0
hold buffers | 0 | 0
resized | 291 | 149
buffers inserted | 133 | 43
gates cloned | 1 | 1
==> per-stage QoR <==
step	util [%]	setup WS, ns
2_1_floorplan	-	-16.88
3_3_place_gp	56.4	-18.55
3_5_place_dp	56.4	-18.56
4_1_cts	62.2	-16.38
5_1_grt	64.8	-18.08
6_report	64.8	-17.01
==> synthesized netlist by cell type (7+ instances only) <==
| cell | number |
|---|---|
| a21oi_1 | 134 |
| nor2_1 | 207 |
| o21a_1 | 21 |
| a211oi_1 | 37 |
| nand4_1 | 19 |
| mux2_2 | 26 |
| o211ai_1 | 23 |
| xnor2_1 | 101 |
| buf_1 | 7 |
| o21bai_1 | 9 |
| nand2b_1 | 11 |
| nor4_1 | 8 |
| a21o_1 | 37 |
| o21ai_0 | 82 |
| dfrtp_1 | 50 |
| xor2_1 | 42 |
| mux4_2 | 14 |
| o31ai_1 | 9 |
| and2_1 | 14 |
| or2_2 | 20 |
| nor3_1 | 62 |
| a31oi_1 | 25 |
| clkbuf_1 | 73 |
| nand3_1 | 41 |
| inv_1 | 180 |
| mux2i_1 | 22 |
| a21boi_0 | 11 |
| or3_1 | 11 |
| fa_1 | 82 |
| nand2_1 | 179 |
| ha_1 | 236 |
| buf_4 | 15 |
| nor2b_1 | 24 |
==> layer usage <==
layer,part of all wire [%],GRT usage [%],vias to the layer above
li1,-,-,8406
met1,42,47.5,8478
met2,44,56.0,780
met3,9.5,10.5,197
met4,5.3,12.4,0
met5,0,0,-
==> cells in the final DEF (no fill, tap or decap), types with 20 or more instances in the layout <==
master,n
a21o_1,36
a21oi_1,96
a21oi_2,29
a31oi_1,21
buf_4,651
buf_6,59
clkdlybuf4s50_1,63
dfrtp_1,50
fa_1,82
ha_1,193
ha_4,41
inv_1,177
nand2_1,166
nand3_1,31
nor2_1,181
nor2b_1,23
nor3_1,49
o211ai_1,23
o21a_1,20
o21ai_0,54
xnor2_1,98
xor2_1,41
No activity file was given, so power comes from the tool's default toggle rates.
